<file path="flow/design.v">
module Control_pipeline(
input logic [6:0] opcode,
input logic [2:0] func3,
input logic [6:0] func7,
output logic [4:0] ALUOpin,
output logic [2:0] immSel,
output logic RegWrite,
output logic ALUSrc,
output logic MemWrite,
output logic jump,
output logic MemRead,
output logic MemtoReg,
output logic store_address,
output logic jump_register,branch,rd0,aui
);
 always_comb
 begin
 ALUSrc = 1;
 RegWrite = 0;
 MemWrite = 0;
 MemRead = 0;
 MemtoReg = 0;
 store_address = 0;
 jump = 0;
 ALUOpin = 5'h00;
 immSel = 0;
 jump_register = 0;
 branch = 0;
 rd0 = 0;
 aui = 0;
  case  (opcode)
   7'b1110011 :begin
		   immSel = 3'b101;
		  RegWrite = 1;
		  end
   7'b0110111 : begin
          RegWrite = 1;
		    ALUOpin = 5'h00;
		    immSel = 0;  
			rd0 = 1;
		    end
  7'b0010111: begin
                ALUOpin = 5'h00;
			 immSel = 0;  
			 RegWrite = 1;
			 aui = 1;
			 end
  7'b1101111  : begin
          jump = 1;
			 store_address = 1;
			 RegWrite = 1;
			 immSel = 3'b001;  
			 end
  7'b1100111 : begin
          jump = 1;
			 store_address = 1;
			 RegWrite = 1;
			 immSel = 3'b010; 
			 jump_register = 1;
			 end
    7'b0100011 : begin
			 MemWrite = 1;
			 ALUOpin = 5'h00;
			 immSel = 3'b100; 
			 end
 7'b1100011 : begin
			 immSel = 3'b011; 
			 branch = 1;
			 end
 7'b0000011    : begin
          ALUOpin = 5'h00;
			 RegWrite = 1;
			 MemRead = 1;
			 MemtoReg = 1;
			 immSel = 3'b010; 
			 end
 7'b0110011 : begin
			 ALUSrc = 0;
                RegWrite = 1;
		      if (func7[0])
			  begin
			  case (func3)
			  0: ALUOpin = 5'h10;
			  1: ALUOpin = 5'h12;
			  2: ALUOpin = 5'h16;
			  4: ALUOpin = 5'h11;
			  5: ALUOpin = 5'h13;
			  6: ALUOpin = 5'h14;
			  7: ALUOpin = 5'h15;
			  default: ;
			  endcase
			  end
			  else
			  begin
			 case (func3)
			 0 : begin
			     if (func7 == 0) ALUOpin = 5'h00;
			     else ALUOpin = 5'h07;
				  end
			 1 : ALUOpin = 5'h0B;
			 2 : ALUOpin = 5'h0F;
			 3 : ALUOpin = 5'h02;
			 4 : ALUOpin = 5'h0A;
			 5 : begin
			     if (func7 == 0) ALUOpin = 5'h0C;
			     else ALUOpin = 5'h0D;
				  end 
			 6 : ALUOpin = 5'h09;
			 7 : ALUOpin = 5'h08;
			 endcase  
			 end
			 end
 7'b0010011 : begin
			 RegWrite = 1;
			 immSel = 3'b010; 
			 case (func3)
			 0: ALUOpin = 5'h00;
			 1: ALUOpin = 5'h04;
			 2 : ALUOpin = 5'h0F;
			 3 : ALUOpin = 5'h02;
			 4 : ALUOpin = 5'h0A;
			 5:  ALUOpin = 5'h06;
			 6 : ALUOpin = 5'h09;
			 7 : ALUOpin = 5'h08;
			 default : ;
			 endcase
			 end
default : ;
endcase
end 
 endmodule
module ID(
	input logic [31:0] I_ID,newpc_ID,Wdata_Mem,Wdata_WB,currentPC_ID,out,IntmhartID,
	input logic clk,RegWrite_WB,nReset,flush,
	input logic [1:0] ForwardRS1,ForwardRS2,mhartID_ID,mhartID_WB,
	input logic [4:0] Waddr_WB,
	output logic [31:0] Rdata1_EX,Rdata2_EX,currentPC_EX,
	output logic RegWrite_EX,ALUSrc_EX,MemWrite_EX,MemRead_EX,MemtoReg_EX,branch_ID,jump_ID,
	store_address_EX ,branch,aui_EX,MemRead,MemWrite,
	output logic [1:0] mhartID_EX,
	output logic [4:0] ALUOpin_EX,
	output logic [31:0] I_EX,
	output logic [31:0]newpc_EX,imm_EX,RBranch_EX,absolute_jump_ID
);
logic [31:0] Rdata1,Rdata2,imm,ForwardS1Mux,ForwardS2Mux;
logic [4:0] ALUOpin,addr1;
logic [2:0] immSel;
logic RegWrite,ALUSrc,MemtoReg,RegDst,store_address,jump_register,rd0,aui;
	regs gpr1(.clk,.RegWrite(RegWrite_WB),.Wdata(Wdata_WB),.Raddr1(addr1),.Raddr2(I_ID[24:20]),
	.Waddr(Waddr_WB),.Rdata1,.Rdata2,.mhartID_ID,.mhartID_WB);
	Control_pipeline control1(.opcode(I_ID[6:0]),.ALUOpin(ALUOpin),.RegWrite(RegWrite),.ALUSrc(ALUSrc),
     .MemWrite(MemWrite),.MemRead(MemRead),.MemtoReg(MemtoReg),.jump(jump_ID),
     .store_address(store_address),.immSel,.func3(I_ID[14:12]),.func7(I_ID[31:25]),.jump_register,.branch,.rd0,.aui);
	branch br1 (.rs1(ForwardS1Mux),.rs2(ForwardS2Mux),.opcode(I_ID[6:0]),.func3(I_ID[14:12]),.branch(branch_ID));
	immediate_generator Imm1 (.immSel,.I(I_ID[31:7]),.imm,.IntmhartID); 
	assign addr1 = (rd0) ? 5'b0:I_ID[19:15];
     assign RBranch_EX = currentPC_ID + imm ;
	assign absolute_jump_ID = (jump_register) ? Rdata1 : imm + currentPC_ID; 
	always_comb
	begin
	ForwardS1Mux = 0;
	ForwardS2Mux = 0;
	case (ForwardRS1)
	0: ForwardS1Mux = Rdata1;
	2: ForwardS1Mux = Wdata_Mem;
	3: ForwardS1Mux = out;
	default: ForwardS1Mux = Rdata1;
	endcase
	case (ForwardRS2)
	0: ForwardS2Mux = Rdata2;
	2: ForwardS2Mux = Wdata_Mem;
	3: ForwardS2Mux = out;
	default: ForwardS2Mux = Rdata2;
	endcase
	end
	always_ff @(posedge clk, negedge nReset)
   if (!nReset)
   begin
	Rdata1_EX <= 0;
	Rdata2_EX <= 0;
	RegWrite_EX <= 0;
	ALUSrc_EX <= 0;
	MemWrite_EX <= 0;
	MemRead_EX <= 0;
	MemtoReg_EX <= 0;
	store_address_EX <= 0;
	I_EX <= 0;
   ALUOpin_EX <= 0;
	newpc_EX <= 0;
	imm_EX <= 0;
	currentPC_EX <= 0;
	aui_EX <= 0;
	mhartID_EX <= 0;
   end
    else if (flush)
   begin
	Rdata1_EX <= 0;
	Rdata2_EX <= 0;
	RegWrite_EX <= 0;
	ALUSrc_EX <= 0;
	MemWrite_EX <= 0;
	MemRead_EX <= 0;
	MemtoReg_EX <= 0;
	store_address_EX <= 0;
	I_EX <= 0;
   ALUOpin_EX <= 0;
	newpc_EX <= 0;
	imm_EX <= 0;
	aui_EX <= 0;
   end
   else
   begin
     currentPC_EX <= currentPC_ID;
	Rdata1_EX <= Rdata1;
	Rdata2_EX <= Rdata2;
	RegWrite_EX <= RegWrite;
	ALUSrc_EX <= ALUSrc;
	MemWrite_EX <= MemWrite;
	MemRead_EX <= MemRead;
	MemtoReg_EX <= MemtoReg;
	store_address_EX <= store_address;
	I_EX <= I_ID [31:0];
	ALUOpin_EX <= ALUOpin;
	newpc_EX <=  newpc_ID;
	imm_EX <= imm;
	aui_EX <= aui;
	mhartID_EX <= mhartID_ID;
   end
   endmodule
module branch(
input logic [6:0] opcode,
input logic [2:0] func3,
input logic signed [31:0] rs1,rs2,
output logic branch
);
always_comb 
begin
branch = 0;
if (opcode == 7'b1100011)
begin
case (func3)
0 : if (rs1 == rs2)   branch = 1;
1 : if (rs1 != rs2)   branch = 1;
4 : if (rs1 < rs2)    branch = 1;
5 : if ( rs1 >= rs2)  branch = 1;
default : ;
endcase
end  
end  
endmodule
module immediate_generator(
input logic [2:0] immSel,
input logic [31:0] IntmhartID,
input logic [24:0] I,
output logic [31:0] imm
);
always_comb
begin
imm = 0;
case (immSel)
0 : imm = {I[24:5],{12{1'b0}}};
1 : imm = {{12{I[24]}},I[12:5],I[13],I[23:14],1'b0};
2 : imm = {{20{I[24]}},I[24:13]};
3 : imm = {{20{I[24]}},I[0],I[23:18],I[4:1],1'b0}; 
4 : imm = {{21{I[24]}}, I[23:18],I[4:0]};
5 : imm = IntmhartID;
default :;
endcase
end
endmodule
module regs #(parameter n = 32)  
(input logic clk, RegWrite,
input logic [1:0] mhartID_WB,
 input logic [1:0] mhartID_ID,  
 input logic [n-1:0] Wdata,
 input logic [4:0] Raddr1, Raddr2,Waddr,
 output logic [n-1:0] Rdata1, Rdata2);
	logic [n-1:0] gpr1 [n-1:0];
	logic [n-1:0] gpr2 [n-1:0];
	logic [n-1:0] gpr3 [n-1:0];
	logic [n-1:0] gpr4 [n-1:0];
	always_ff @ (posedge clk)
	begin
		if (RegWrite)
		begin
		case (mhartID_WB)
          0: gpr1[Waddr] <= Wdata;
          1: gpr2[Waddr] <= Wdata;
		2: gpr3[Waddr] <= Wdata;
		3: gpr4[Waddr] <= Wdata;
		endcase
		end	
	 end
	always_comb
	begin
	   if (Raddr1==5'd0) Rdata1 =  {n{1'b0}};
	   else if (Raddr1 == Waddr && mhartID_ID == mhartID_WB && RegWrite) Rdata1 = Wdata;
        else
        begin
	   case(mhartID_ID)
	   0: Rdata1 = gpr1[Raddr1];
	   1: Rdata1 = gpr2[Raddr1];
	   2: Rdata1 = gpr3[Raddr1];
	   3: Rdata1 = gpr4[Raddr1];
	   endcase
	   end
        if (Raddr2==5'd0) Rdata2 =  {n{1'b0}};
	  else if (Raddr2 == Waddr && mhartID_ID == mhartID_WB && RegWrite) Rdata2 = Wdata;	
	  else
	  begin
	  case (mhartID_ID)
	   0: Rdata2 = gpr1[Raddr2];
	   1: Rdata2 = gpr2[Raddr2];
	   2: Rdata2 = gpr3[Raddr2];
	   3: Rdata2 = gpr4[Raddr2];
	  endcase
	  end
	end	
endmodule  
</file>
<file path="flow/run.sh">
#!/bin/bash
# OpenROAD 26Q1-2900-gdf79404cd8, Yosys 0.63+post, stock flow scripts
make -C /OpenROAD-flow-scripts/flow DESIGN_CONFIG=/design/flow/config.mk WORK_HOME=/design/flow/orfs finish
</file>
<file path="flow/config.mk">
export PLATFORM = sky130hd
export DESIGN_NAME = ID
export DESIGN_NICKNAME = ID
export VERILOG_FILES = /design/flow/design.v
export SDC_FILE = /design/flow/constraint.sdc
export NUM_CORES = 4
export LEC_CHECK = 1
export CORE_UTILIZATION = 30
export SYNTH_MEMORY_MAX_BITS = 65536
</file>
<file path="flow/constraint.sdc">
current_design ID

set clk_period 231.1
set clk_io_pct 0.2

create_clock -name clk0 -period $clk_period [get_ports {clk}]

set non_clock_inputs [all_inputs -no_clocks]
set_input_delay [expr $clk_period * $clk_io_pct] -clock clk0 $non_clock_inputs
set_output_delay [expr $clk_period * $clk_io_pct] -clock clk0 [all_outputs]
</file>
==> notes.md <==
The implementation run finished. The finished layout holds 22.52k standard cells, fillers aside. After detailed placement, the design holds a cell count of 21.45k. For this design the top-level I/O count stands at 516. HPWL reported at the end of detailed placement landed at 589500 um. The pin closest to its max-slew limit shows a slew of 1.691 ns. Count of final max-slew check failures landed at 6. The placement summary gives the final routability congestion estimate as 1.015. Final number of hold-violating endpoints landed at 0. Count of instances resized after the clock tree is built landed at 0. Required time of the critical path landed at 184.88 ns. The share of the Yosys chip area taken by registers is 63.26%.

In this run the critical register-to-register path is launched from gpr1.gpr2[8][18]. The worst-case IR drop observed on VDD is 0.007423 mV. TritonCTS built the clock tree. The power report attributes to the clock group a share of 40.5%. The worst path needs 102.65 ns of the cycle, external delays included. Final critical-path share of the clock period landed at 44.42%. Static leakage power landed at 74.91 nW. The report lists the power per cell area as 7.652 nW/um^2. The final layout contains routed wiring with a total length of 917400 um. Number of distinct standard cells referenced by the synthesized netlist landed at 90. The routed design shows a wire length per standard cell of 40.74 um. Area fraction of the dominant cell type after synthesis landed at 60.73%. The worst setup path is captured at a primary output. STA classifies the critical path startpoint as an input port.

Average footprint of a synthesized cell landed at 16.50 sq um. The timing report gives the clock slew at the launch and capture registers of the worst setup and hold paths as 0.06 ns. Maximum clock skew at final layout landed at 0.06568 ns. First-pass GRT wire length landed at 1232000 um. Number of fillers in the final layout landed at 62.43k. Pin count of the biggest net entering global routing landed at 96.

After floorplanning, the core was divided into 301 placement rows. Synthesis produced 12.27k cells. Total routing usage reported by global routing landed at 28.37%. The synth_stat.txt file lists the number of cells as 12.27k. In this run, flip-flops and latches consume 47.5% of the power. In this build the clock could be raised as far as 9.741 MHz.

The checks that failed: capacitance limit, slew limit. The root buffer cell chosen for the clock tree is sky130_fd_sc_hd__clkbuf_16. Cells fill 35.26% of the core in the end.

The path with the worst hold slack has its endpoint at currentPC_EX[20]. Post-synth the commonest register cell is sky130_fd_sc_hd__edfxtp_1. Register bit total from synthesis landed at 4301. Per the layout area report, the register area comes to 128100 sq um.

Number of cells on the worst reg-to-reg path landed at 9. STA lists the startpoint of the worst hold path as currentPC_EX[20]. In this run the cell area of the synthesized design comes to 202500 sq um.

In the final timing run, aggregate negative setup slack is 0 ns. Worst hold path cell count landed at 1. The endpoint identified for the worst register-to-register timing path is Rdata1_EX[18].

Final design instance area without fill landed at 237000 sq um. Area of the die landed at 678400 sq um. Pre-placement core utilization landed at 30.13%. Switching power share of the total landed at 25.89%.

In the final layout, the share of cells above drive strength 1 is 26.32%. The routed design shows a via density per instance of 6.133. The setup check on the worst reg-to-reg path leaves a slack of 226.96 ns. The floorplan step set the die height to 823.7 um. Die width landed at 823.7 um.

The last timing report of the flow puts the setup violation total at 0. Count of warning messages emitted by the tools landed at 34. Cts-stage hold buffer count landed at 0.

The count of nets left with antenna violations once routing finished came out at 0. Looking at the clock tree report, the H-tree level count equals 5. The max-slew check reports its worst relative slack as -12.72%. The type recorded for the worst min-delay path is reg2reg. Looking at the clock tree report, the maximum root-to-sink buffer count equals 4. The worst setup path is of the in2out kind. Layout-stage area growth over the synthesis result landed at 17.03%.

Count of library flops with an enable pin landed at 4096. According to the report, the first pass of detailed routing completed in 9 iterations. The skew report gives the latency at the later pin of the worst-skew pair as 1.11 ns. Number of post-CTS setup repair buffers landed at 0. Number of max-capacitance violations reported landed at 1. Number of global-route vias before repair landed at 146.8k. Once iteration 0 of detailed routing completed, the report listed 12.05k DRC markers. Post-route DRC violation count landed at 0.

Initial antenna violation count landed at 128. Counting flops with an async set or reset pin after synthesis yields a share of 4.766%. The CTS log lists the clock sinks for this run as 4301.

After floorplanning, the core was sized to cover 672300 sq um. Summed over all layers, the global routing overflow is 0. Counting the buffers created by CTS gives 455. The flow ran to the end, but the final reports show violations.

Number of warning messages in the yosys log landed at 5. Post-synthesis, Yosys gives the total cell area as 202500 sq um. Switching power landed at 0.4696 mW. Area used by multi-input combinational logic landed at 71030 sq um. Total via count after detailed routing landed at 138.1k. Setup repair after global routing left no endpoint under its margin.

Overall power consumption after layout is estimated at 1.814 mW. Of all nets on the critical path, the largest fanout is 38. Yosys attributes the largest share of cell area to sky130_fd_sc_hd__edfxtp_1 61%, sky130_fd_sc_hd__mux4_2 16%, sky130_fd_sc_hd__dfrtp_1 2.5%. Cell area reported after detailed placement landed at 221800 sq um.

Total internal power landed at 1.344 mW. The largest total area in the synthesized netlist belongs to sky130_fd_sc_hd__edfxtp_1. The arrival time of data at the worst endpoint is listed as 56.43 ns. The share of total power dissipated in combinational logic is 12.1%.

Total of buffers placed on input and output ports landed at 515.
cell type report:
cell class / count / share of cell area [%]
Tap cell: 8938 / 4.718
Sequential cell: 4301 / 54.05
Antenna cell: 225 / 0.2375
Multi-Input combinational cell: 6870 / 29.96
Timing Repair Buffer: 1314 / 4.787
Inverter: 31 / 0.06070
Clock inverter: 280 / 1.142
Clock buffer: 561 / 5.038
power by group through the flow:
stage | clock [mW] | sequential [mW] | combinational, mW
6_report | 0.734 | 0.861 | 0.219
4_1_cts | 0.738 | 0.861 | 0.208
5_1_grt | 0.764 | 0.861 | 0.221
Yosys cell counts, drive strengths merged, types with 328 or more instances:
library cell and instances:
nand2 364, mux4 1459, buf 546, a21oi 688, mux2 328, clkbuf 526
a221oi 400, o21ai 695, nor2 593, o22ai 358, mux2i 491, edfxtp 4096
cell families after synthesis:
family	Yosys count	share of synthesized area, %
and+or+nand+nor	1380	3.018
xor gates and xnor gates	39	0.1686
adders and majority gates	73	0.4547
buffers and inverters	1103	2.388
muxes	2278	20.47
DFF	4301	63.26
AOI/OAI and AO/OA	3100	10.24
registers in the layout, indices dropped and copies added, names as in the netlist, 2 cells and up:
signal / flops
newpc_EX: 32
Rdata1_EX: 32
ALUOpin_EX: 5
imm_EX: 32
I_EX: 32
gpr1.gpr3: 1024
gpr1.gpr4: 1024
Rdata2_EX: 32
gpr1.gpr1: 1024
mhartID_EX: 2
gpr1.gpr2: 1024
currentPC_EX: 32
layer usage:
metal	share of wire, %	wire (um)	vias to the layer above	GRT usage (%)
met5	1.0	9428	-	12.57
met4	8.6	78580	193	18.28
met3	23	207100	3183	28.25
met2	42	381600	13610	38.04
met1	26	240800	67650	24.75
li1	-	-	53490	-
worst max-delay path by stage:
stage | end | slack (ns) | start | cells past startpoint
finish | branch_ID | 128.45 | I_ID[6] | 26
global route | branch_ID | 127.97 | I_ID[20] | 25
CTS | branch_ID | 128.45 | I_ID[20] | 24
metrics by stage:
stage / hold WS (ns) / setup WS (ns)
floorplan: 0.4296 / 134.18
global placement: 0.4865 / 128.07
detailed placement: 0.4917 / 128.49
CTS: 0.5059 / 128.45
global route: 0.5131 / 127.97
finish: 0.5037 / 128.45
critical path: stages:
cell and delay, ns:
sky130_fd_sc_hd__clkdlybuf4s50_1 0.72, sky130_fd_sc_hd__nand3b_1 0.33, sky130_fd_sc_hd__buf_4 0.35, sky130_fd_sc_hd__o21ai_4 0.50, sky130_fd_sc_hd__buf_4 0.51, sky130_fd_sc_hd__buf_4 0.60
sky130_fd_sc_hd__buf_4 0.64, sky130_fd_sc_hd__o21ai_0 0.19, sky130_fd_sc_hd__o21a_1 0.23, sky130_fd_sc_hd__o21ai_0 0.95, sky130_fd_sc_hd__a21oi_1 0.88, sky130_fd_sc_hd__buf_4 0.40
sky130_fd_sc_hd__o41ai_2 0.51, sky130_fd_sc_hd__buf_4 0.23, sky130_fd_sc_hd__o21ai_0 0.09, sky130_fd_sc_hd__ha_1 0.33, sky130_fd_sc_hd__a21o_1 0.17, sky130_fd_sc_hd__a2111oi_0 0.45
sky130_fd_sc_hd__o41ai_1 0.15, sky130_fd_sc_hd__a31oi_1 0.20, sky130_fd_sc_hd__nand3_1 0.14, sky130_fd_sc_hd__mux2i_1 0.39, sky130_fd_sc_hd__buf_4 0.21, sky130_fd_sc_hd__nor3_1 0.05
sky130_fd_sc_hd__a211o_1 0.43, sky130_fd_sc_hd__clkdlybuf4s50_1 0.45
layout by cell type, fill, tap and decap left out, types with 161 or more instances in the layout:
| master | count |
|---|---|
| sky130_fd_sc_hd__nor2_1 | 456 |
| sky130_fd_sc_hd__a21oi_1 | 678 |
| sky130_fd_sc_hd__nand2_1 | 361 |
| sky130_fd_sc_hd__mux4_2 | 1459 |
| sky130_fd_sc_hd__dfrtp_1 | 205 |
| sky130_fd_sc_hd__o22ai_1 | 357 |
| sky130_fd_sc_hd__clkdlybuf4s50_1 | 466 |
| sky130_fd_sc_hd__o221ai_1 | 161 |
| sky130_fd_sc_hd__diode_2 | 225 |
| sky130_fd_sc_hd__mux2_2 | 328 |
| sky130_fd_sc_hd__mux2i_1 | 489 |
| sky130_fd_sc_hd__a221oi_1 | 397 |
| sky130_fd_sc_hd__clkbuf_16 | 462 |
| sky130_fd_sc_hd__edfxtp_1 | 4096 |
| sky130_fd_sc_hd__buf_4 | 816 |
| sky130_fd_sc_hd__o21ai_0 | 648 |
No activity file was given, so power comes from the tool's default toggle rates.
