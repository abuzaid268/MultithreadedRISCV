===== flow/config.mk =====
export PLATFORM = sky130hd
export DESIGN_NAME = RamController
export DESIGN_NICKNAME = RamController
export VERILOG_FILES = /design/flow/design.v
export SDC_FILE = /design/flow/constraint.sdc
export NUM_CORES = 4
export LEC_CHECK = 1
export CORE_UTILIZATION = 30

===== flow/constraint.sdc =====
current_design RamController

set clk_period 4.1
set clk_io_pct 0.2

create_clock -name clk0 -period $clk_period [get_ports {clk}]

set non_clock_inputs [all_inputs -no_clocks]
set_input_delay [expr $clk_period * $clk_io_pct] -clock clk0 $non_clock_inputs
set_output_delay [expr $clk_period * $clk_io_pct] -clock clk0 [all_outputs]

===== flow/design.v =====
module RamController(
 input logic [31:0] RamReadAddress,RamWriteAddress,
 input logic [31:0] RamWriteData,
 input logic [15:0] RamData,
 input logic RamWrite,RamRead,clk,nReset,DoneReading,DoneWriting,
 output logic [1:0] ByteEnable,
 output logic [15:0] RamByteData,
 output logic [31:0] RamByteAddress,DataCumulativeRegister,
 output logic DoneWritingData,DoneReadingData,
 output logic RamReadEnable,RamWriteEnable
);
logic ReadingData,WritingData,writingHBS,writingLBS,readingHBS,readingLBS;
always_ff @(posedge clk, negedge nReset)
if (!nReset)
	begin
	ByteEnable <= 2'b00;
	DoneWritingData <= 0;
	ReadingData <= 0;
	end
else
	begin
	if (RamRead && !WritingData)
	begin
	if (!readingHBS && !readingLBS) ByteEnable <= 2'b01;
	if (DoneReading && readingLBS) ByteEnable <= 2'b10;
	if (DoneReading && readingHBS) ByteEnable <= 2'b00;
	end	
	if (RamWrite && !ReadingData)
	begin
	if (!writingHBS && !writingLBS) ByteEnable <= 2'b01;
	if (DoneWriting && writingLBS) ByteEnable <= 2'b10;
	if (DoneWriting && writingHBS)begin ByteEnable <= 2'b00; DoneWritingData <= 1; end
	else DoneWritingData <= 0;
	end
	if (RamRead && !WritingData) ReadingData <= 1;
	else ReadingData <= 0;
	if (DoneWriting && writingHBS) DoneWritingData <= 1; 
	else DoneWritingData <= 0;
	end
always_comb
begin
RamByteData = 0;
RamByteAddress = 0;
WritingData = 0;
RamReadEnable = 0;
RamWriteEnable = 0;
writingLBS = 0;
writingHBS = 0;
readingHBS = 0;
readingLBS = 0;
if (RamWrite && !ReadingData)
	begin
		RamByteAddress = RamWriteAddress ;
		   WritingData = 1;
		   RamWriteEnable = 1;
		case(ByteEnable)
		2: begin
		   RamByteData = RamWriteData[31:16];
		   writingHBS = 1;
		   end
		1: begin
		   RamByteData = RamWriteData [15:0];
		   writingLBS = 1;
		   end 
	default: begin
		   RamByteAddress = 0;
		   RamByteData = 0;
		   WritingData = 0;
		   RamWriteEnable = 0;
		   end 
	   endcase
	end   	
     if (RamRead && !WritingData)
	begin 
		   RamByteAddress = RamReadAddress;
		   RamReadEnable = 1;
		case(ByteEnable)
		2: begin
		   readingHBS = 1;
		   end
		1: begin
		   readingLBS = 1;
		   end
	default:begin
		   RamByteAddress = 0;
		   RamReadEnable = 0;
		   end
		   endcase
	end	
end
always_ff @(posedge clk, negedge nReset)
if (!nReset)
begin
DataCumulativeRegister <= 0;
DoneReadingData <= 0;
end
else
begin
if (DoneReading && readingLBS) DataCumulativeRegister[15:0] <= RamData; 
else if (DoneReading && readingHBS) begin DataCumulativeRegister[31:16] <= RamData; DoneReadingData <= 1; end
else DoneReadingData <= 0;
end
endmodule

===== flow/run.sh =====
#!/bin/bash
# OpenROAD 26Q1-2900-gdf79404cd8, Yosys 0.63+post, stock flow scripts
make -C /OpenROAD-flow-scripts/flow DESIGN_CONFIG=/design/flow/config.mk WORK_HOME=/design/flow/orfs finish

==> writeup.txt <==
The run finished with clean final reports. Adding up every negative setup slack in the final design gives 0 ns. The run gives 27 for the OpenROAD warning count.

Looking at the clock tree report, the maximum root-to-sink buffer count equals 2. The tools report the post-route DRC violation count as 0. For this sky-water flow run, the detailed-routed wirelength per cell is reported as 16.25 µm. Data arrival time of the critical path: 2.87 ns. Entering global routing, the biggest net connects 38 pins. The script extracted a total leakage power of 1.804 nW. The post-route non-filler standard cell count is 468, and the post-synthesis register bit count is 37. The worst setup path is captured at an output port. The run gives 0 as the number of setup buffers added after CTS. Per the cell usage report, the commonest logic cell in the layout is clkdlybuf4s50_1. The run gives 0 for the total congestion overflow.

The total half-perimeter wirelength after legalization and detailed placement came out at 6.032 mm. TritonCTS built the clock tree. During placement, the flow inserted port buffers numbering 203. For reference, the top cells by area after synthesis are dfrtp_1, mux2_4, a22o_1. The floorplan step defined a die boundary enclosing 0.007410 mm².

The tools report the first-pass detailed-route iteration total as 4. The critical path endpoint has a required time of 3.28 ns. The all-layer global routing usage was 21.18%; the maximum ir drop on the vdd rail was 0.1917 mV.

The count of final hold-check violations was 0; the combined area of all synthesized cells was 0.002121 mm². The first global-routing pass estimated 11.80 mm of wire. The final weighted congestion recorded by global placement is 0.8471.

The biggest area consumer among synthesized cells is dfrtp_1. The tools report the number of global-route vias before repair as 2250. The final layout contains routed wiring with a total length of 7.607 mm.

The run gives 0 as the total of endpoints with negative setup slack in the final report. The design draws 0.002142 W. For this design, the CTS-stage hold fixing added 0 buffers. Per the timing report, the achievable frequency comes out to 271.1 MHz. Setup repair after global routing left no endpoint under its margin. The run gives 498.5 mW/mm² for the power density over cell area. Start-to-end type of the worst setup path: primary input to output port.

The share of synthesized area in the top cell type comes to 43.66%. Pins over their slew limit in the final report were tallied at 0. Per the CTS log, the root buffer master is clkbuf_8. Setup skew after layout: 0.009255 ns. The number of placed instances, taps included, is 460.

The run gives 12.19 µm² for the post-synthesis area per instance. The number of max-cap violations is 0. Pin placement for this block handled 204 I/O pins. The detailed-route vias per instance is 4.686. The core area was 0.006794 mm²; the tally of filler cells in the layout was 549.

The share of the core area taken by cells at floorplan is 31.22%. The worst setup path is launched from a primary input. Post-synthesis, Yosys gives the total cell area as 0.002121 mm². Detailed-route iteration 0 reported a violation count of 75. The clock period could shrink to 3.688 ns.

Between the synthesized netlist and the finished layout, the area growth was recorded as 102.6%. The logs give 25 for the distinct cell type count of the synthesized netlist and 0.29 ns for the clock latency on the worst-skew pair. The run gives 89.96% for the share of the clock period used by the worst path. For the number of antenna violations at the first check in global routing, the log shows 0.

Number of gates resized after CTS: 0. The largest driver fanout on the critical path is 34. Counting the buffers created by CTS gives 5.

The share of layout cells above drive strength 1 is 13.44%. According to the floorplan report, the die height is 86.08 µm. The clock transition at the registers of the reported paths was 0.07 ns. By instance count after routing, the leading logic cell types are clkdlybuf4s50_1, dfrtp_1, a22o_1, mux2_4, nor2_1. The synthesized netlist handed to floorplanning was reported with a cell count of 174. The portion of the post-synthesis area used by sequential elements was 43.66%. The transition time at the pin with the least slew margin works out to 0.8129 ns. The run gives 1 as the warning count from the yosys run. The floorplan row count is 30.

Type of the tightest min-delay check: register to register. The synthesized netlist was found by Yosys to have 174 cells. Hold timing on the final database bottoms out at a slack of 0.5072 ns.

For this run, the script counts the antenna cells in the layout as 0. The clock tree synthesis step divided the H-tree into 2 levels. The worst pin sits at a relative slew slack of 45.80%. The floorplan step set the die width to 86.08 µm.

For the clock sink total, the log shows 37. The logs give 0 for the count of nets left with antenna violations after detail routing and 2193 for the via count.
synth_stat cells, drive strengths merged:
cell     n
or3      1
nor2b    3
nand2    1
nor3b    1
a21oi    2
a211oi   1
nor2    19
buf      5
nand3    2
clkbuf  10
dfrtp   37
a21o     1
mux2    32
a22o    33
nand2b   1
mux2i    1
ha       2
inv      3
a22oi   17
nand4b   1
and3     1
metrics by stage:
step	worst slack (ns)	area, µm²	utilization (%)
after global routing	0.2854	4297	63.24
after floorplan	1.476	2121	-
final	0.4116	4297	63.24
after detailed placement	0.3838	4200	61.82
after CTS	0.3752	4297	63.24
after global placement	0.4034	4200	61.82
layer usage:
metal | up-vias | GRT usage, % | routed length (µm)
met5 | - | 0 | 0
met4 | 0 | 3.485 | 163
met3 | 14 | 9.277 | 858
met2 | 116 | 35.14 | 3728
met1 | 1012 | 26.27 | 2856
li1 | 1051 | - | -
final timing paths:
kind	from	to	slack, ns	depth (start not counted)
setup / recovery	RamWrite	RamByteAddress[30]	0.41	6
hold / removal	DataCumulativeRegister[3]	DataCumulativeRegister[3]	0.51	1
setup reg to reg	ByteEnable[0]	DataCumulativeRegister[10]	1.64	7
hold reg to reg	DataCumulativeRegister[3]	DataCumulativeRegister[3]	0.51	1
max in group asynchronous	nReset	DoneReadingData	3.20	2
min in group asynchronous	nReset	DataCumulativeRegister[13]	0.57	2
cell type report:
cell class / count / area, µm² / share of cell area [%]
tap: 96 / 120.1 / 2.796
inverter: 3 / 13.76 / 0.3203
sequential: 37 / 925.9 / 21.55
timing repair buffer: 205 / 2042 / 47.52
clock inverter: 2 / 13.76 / 0.3203
clock buffer: 6 / 82.58 / 1.922
multi-input combinational: 119 / 1099 / 25.57
critical path: stages:
cell             delay [ns]
clkdlybuf4s50_1        0.46
nor2b_4                0.23
nand2b_2               0.25
inv_4                  0.36
a22o_1                 0.21
clkdlybuf4s50_1        0.53
cells by family after synthesis:
family	share of synthesized area [%]
flip-flops	43.66
buffers and inverters	4.779
adder cells (fa/ha/maj)	1.180
multiplexers	21.00
AND-OR/OR-AND	20.83
AND/OR/NAND/NOR	8.555
registers in the layout (all words and copies together) (netlist names):
signal                  cells
ByteEnable                  2
DataCumulativeRegister     32
DoneReadingData             1
DoneWritingData             1
ReadingData                 1
where the power goes:
group | switching [W] | leakage, nW | total [W] | internal, W
Sequential | 0.0000871 | 0.464 | 0.000611 | 0.000524
Clock | 0.000130 | 0.0512 | 0.000266 | 0.000136
Combinational | 0.000357 | 1.29 | 0.00127 | 0.000908
Total | 0.000574 | 1.80 | 0.00214 | 0.00157
Power is estimated from default activity; no workload was simulated.
