==> design.v <==
module ROMcontroller (
 input logic [31:0] InstAddress,
 input logic [7:0] InstOut,
 input logic clk,nReset,InstRead,
 output logic [31:0] InstByteAddress,InstCumulativeRegister,
 output logic DoneReadingInst
);
logic [1:0] ByteEnableInstRead,InstByteEnableRegister;
logic ReadingInst,InstReadFlag;
always_ff @(posedge clk, negedge nReset)
if (!nReset)
	begin
	ByteEnableInstRead <= 0;
	InstByteEnableRegister <= 0;
	end
else
	begin
		if (DoneReadingInst)
		ByteEnableInstRead <= 0;
		else if (InstRead)
		begin
		InstReadFlag <= 1;
		ByteEnableInstRead <= ByteEnableInstRead + 1'b1;
		end
		else
		begin
		InstReadFlag <= 0;
		ByteEnableInstRead <= 0;
		end
		if (ReadingInst)
		InstByteEnableRegister <= ByteEnableInstRead;
	end
always_comb
begin
ReadingInst = 0;
InstByteAddress = 0;
	if (InstRead)
	begin
		case (InstByteEnableRegister)
		3:  begin
			InstByteAddress = InstAddress + ByteEnableInstRead;
			ReadingInst = 1;
			end
		2:  begin
			InstByteAddress = InstAddress + ByteEnableInstRead;
			ReadingInst = 1;
			end
		1:  begin
			InstByteAddress = InstAddress + ByteEnableInstRead;
			ReadingInst = 1;
			end
		0:  begin
			InstByteAddress = InstAddress + ByteEnableInstRead;
			ReadingInst = 1;
			end	
		endcase
	end	
end
always_ff @(posedge clk, negedge nReset)
if (!nReset)
begin
InstCumulativeRegister <= 0;
DoneReadingInst <= 0;
end
else
begin
	if (InstReadFlag)
	begin
		case (InstByteEnableRegister)
		0: InstCumulativeRegister[7:0] <= InstOut;
		1: InstCumulativeRegister[15:8] <= InstOut;
		2: InstCumulativeRegister[23:16]<= InstOut;
		3: InstCumulativeRegister[31:24]<= InstOut;
		endcase
	end
	if (InstByteEnableRegister == 3) DoneReadingInst <= 1;
	else DoneReadingInst <= 0;
end
endmodule
==> run.sh <==
#!/bin/bash
# OpenROAD 26Q1-2900-gdf79404cd8, Yosys 0.63+post, stock flow scripts
make -C /OpenROAD-flow-scripts/flow DESIGN_CONFIG=/design/flow/config.mk WORK_HOME=/design/flow/orfs finish
==> config.mk <==
export PLATFORM = sky130hd
export DESIGN_NAME = ROMcontroller
export DESIGN_NICKNAME = ROMcontroller
export VERILOG_FILES = /design/flow/design.v
export SDC_FILE = /design/flow/constraint.sdc
export NUM_CORES = 4
export LEC_CHECK = 1
export CORE_UTILIZATION = 50
==> constraint.sdc <==
current_design ROMcontroller

set clk_period 8.5
set clk_io_pct 0.2

create_clock -name clk0 -period $clk_period [get_ports {clk}]

set non_clock_inputs [all_inputs -no_clocks]
set_input_delay [expr $clk_period * $clk_io_pct] -clock clk0 $non_clock_inputs
set_output_delay [expr $clk_period * $clk_io_pct] -clock clk0 [all_outputs]
==> results.env <==
RUN_STATUS='finished clean'
DP_HPWL_UM=4490
GRT_START_MAX_NET_PINS=39
WORSTPATHREQUIRED_PS=6800
CTS-BUFFERS-INSERTED=5
CLKLATENCYLATEPIN_PS=280
FINALCLOCKPERIODUSAGE=0.751
FMAX_MHz=157
DIE_W_UM=70.7
UNREPAIRED_SETUP_ENDPOINTS_AFTER_GLOBAL_ROUTING='false'
HOLD_SLACK_PS=506
SYNTH.YOSYS.WARNINGS=1
FINALWORSTPATHREQUIREDPERIOD_PS=6380
SYN-CELL-AREA_MM2=0.00236
POWER.SHARE.SEQUENTIAL=0.429
MAX-VDD-IR-DROP_V=0.000225
OPENROAD.WARNINGS=26
LEAKAGE_nW=1.31
TOP_AREA_FRAC=0.392
NETLIST_INSTANCES=235
DETAIL_ROUTE.ITER0.VIOLATIONS=115
CTSRESIZECOUNT=0
CTS_TREE='built'
WORST-ENDPOINT-ARRIVAL_PS=4680
TIMING.CLOCK.SKEW_PS=4.18
YOSYS.AREA_SHARE.XOR_XNOR=0.0371
YS_SH_AOI=0.104
TRACK_USAGE=0.263
TOP_CELLS_BY_AREA='dfrtp_1 (39%), mux2_2 (16%), a21oi_1 (4.0%)'
CRITICALPATHCATEGORY='primary input to output pin'
REPORT.FINAL.SETUP_VIOL=0
SYNTH-CELLS-YOSYS=235
GRT_FIRST_PASS_WIRELENGTH_UM=10200
FINAL.SETUP.TNS_PS=0
POWER.DENSITY_mW_PER_MM2=194
SLEW-LIMIT-HEADROOM=0.518
NUMBER_OF_FILLER_INSTANCES_IN_THE_FINAL_LAYOUT=307
FINALHOLDVIOLATIONS=0
GRT_PASS1_VIAS=2127
VIAS=2250
INITIAL_CORE_UTIL=0.532
POST_SYNTH_MAIN_LOGIC_FAMILY='simple AND/OR/NAND/NOR gates'
DIE_H_UM=70.7
IO_BUFFER_COUNT=107
POST_CTS.REPAIR.SETUP_BUFFERS=0
SYNTHDISTINCTLIBCELLS=40
IOS=108
POSTSYNTHREGISTERBITS=38
LAYOUT.CELL_AREA.NON_FILLER_MM2=0.00354
ENABLE_FLOP_CELLS=1
GLOBALROUTE.TOTALOVERFLOW=0
WORSTSETUPENDPOINTTYPE='output pin'
CLOCK_TREE.BUFFER_DEPTH=2
WORSTMARGINPINSLEW_PS=718
SYNTHARSTFLOPSHARE=0.974
CTS_MAX_LEVEL=2
CLOCKPOWERSHARE=0.161
SEQ_AREA_UM2=956
VIAS_PER_CELL=5.73
FINAL_MAX_SLEW_VIOL_COUNT=0
CELL_AREA_PLACED_MM2=0.00346
DRT_WL_TOTAL_UM=6090
HOLD_CLASS='flip-flop to flip-flop'
NETSWITCHINGPOWER_W=0.000163
NUMBER_OF_ANTENNA_VIOLATIONS_AT_THE_FIRST_CHECK_IN_GLOBAL_ROUTING=0
DRT_PASS1_ITERATIONS=21
MAX_CAP_VIOLS=0
GP_CONGESTION=0.844
CLK_PIN_SLEW_WORST_PATHS_PS=60
STD_CELL_ROWS=24
CORE_AREA_MM2=0.00444
MUX_SHARE=0.171
ROUTE.DETAILED.WL_PER_INST_UM=15.5
ANT_NETS=0
AREA_GROWTH_FROM_SYNTHESIS_TO_FINAL_LAYOUT_PCT=49.8
P_INT_W=0.000523
SYNTHSIMPLEGATEAREAFRAC=0.236
CTSROOTBUFFERMASTER='clkbuf_8'
REMAINING_DRC_ERRORS=0
AVGSYNTHCELLAREA_UM2=10.1
CTS_NUM_SINKS=38
POST_CTS_HOLD_BUFFER_COUNT=0
CRIT_PATH_MAX_FANOUT=15
SYNTHDOMINANTAREACELLTYPE='dfrtp_1'
LAYOUT-DRIVE-GT1-SHARE=0.138
YOSYS-STAT-AREA_MM2=0.00236
P_COMB_FRAC=0.410
YOSYS_MOST_USED_DFF='dfrtp_1'
SETUP.WORST_PATH.START_CLASS='primary input'
DIE-AREA_MM2=0.00500
AREA_SHARE_OF_FA_HA_MAJ_CELLS_AFTER_SYNTHESIS=0.0191
POWER.SWITCHING_FRACTION=0.238
AREA.COMBINATIONAL_MM2=0.00134
YOSYSSEQAREASHARE=0.405
ANTENNA-DIODE-COUNT=0
## logic make-up (layout without fill, tap and decap cells)
family / count (synthesis) / in the layout
flip-flops: 38 / 38
adder cells (fa/ha/maj): 3 / 3
AND/OR/NAND/NOR: 92 / 92
AND-OR/OR-AND: 40 / 40
XOR/XNOR: 10 / 10
multiplexers: 36 / 36
buffers and inverters: 16 / 122
## flip-flops by register name, summed over array words and instances (netlist names)
| register | count |
|---|---|
| InstByteEnableRegister | 2 |
| InstReadFlag | 1 |
| InstCumulativeRegister | 32 |
| ByteEnableInstRead | 2 |
| DoneReadingInst | 1 |
## power by group through the flow
stage | Combinational (W) | Sequential [W] | Clock, W
CTS | 0.000285 | 0.000295 | 0.000113
global route | 0.000304 | 0.000305 | 0.000121
finish | 0.000282 | 0.000295 | 0.000110
## Yosys cell counts, drive strengths merged, types with 3 or more instances
library cell	count
a21oi	19
nand4	7
nand4b	3
o21ai	6
nor2	12
and4	6
nand3	10
clkbuf	7
nand2	14
nor3	7
or4	9
nand2b	5
o31ai	8
mux2	34
and2	3
o41ai	5
xnor2	8
or3	7
inv	6
dfrtp	37
## metrics by stage
| step | total power (W) | setup slack, ps | instances | utilization |
|---|---|---|---|---|
| after detailed placement | 0.000578 | 2130 | 386 | 0.779 |
| after global routing | 0.000731 | 1970 | 393 | 0.796 |
| after global placement | 0.000568 | 2190 | 386 | 0.779 |
| final | 0.000687 | 2120 | 393 | 0.796 |
| after floorplan | 0.000367 | 3340 | 235 | - |
| after CTS | 0.000693 | 2120 | 393 | 0.796 |
## worst paths after layout
kind | startpoint | to | slack (ps) | cells past startpoint
setup reg to reg | InstByteEnableRegister[1] | InstCumulativeRegister[2] | 6920 | 2
min in group asynchronous | nReset | ByteEnableInstRead[0] | 1830 | 2
hold reg to reg | InstCumulativeRegister[21] | InstCumulativeRegister[21] | 510 | 1
hold / removal | InstCumulativeRegister[21] | InstCumulativeRegister[21] | 510 | 1
max in group asynchronous | nReset | InstCumulativeRegister[3] | 6340 | 2
setup / recovery | InstAddress[0] | InstByteAddress[20] | 2120 | 8
## layout make-up
type	instances	share of cell area
Sequential cell	38	0.270
Tap cell	52	0.0184
Multi-Input combinational cell	181	0.378
Inverter	7	0.00742
Clock buffer	7	0.0216
Timing Repair Buffer	108	0.305
## per-layer routing
layer  part of all wire  routed length (µm)  GRT usage
met4              0.011                  66     0.0267
met3               0.12                 728     0.0809
met1               0.43                2640      0.413
met2               0.44                2650      0.397
met5                  0                   0          0
## critical path: stages
cell and delay, ps:
clkdlybuf4s50_1 460, ha_1 200, fa_1 290, nand4_4 160, or4_4 660, or4_1 540
a21oi_1 170, clkdlybuf4s50_1 510
## cells in the final DEF, fill, tap and decap left out, types with 2 or more instances in the layout
| master | instances |
|---|---|
| and2_1 | 3 |
| o21ai_0 | 6 |
| nand4b_1 | 3 |
| a21oi_1 | 19 |
| nor4_1 | 2 |
| nand2b_1 | 5 |
| mux2i_1 | 2 |
| clkbuf_8 | 5 |
| clkdlybuf4s50_1 | 107 |
| and4_1 | 6 |
| inv_1 | 6 |
| mux2_2 | 34 |
| nand4_1 | 6 |
| dfrtp_1 | 37 |
| xor2_1 | 2 |
| clkbuf_1 | 2 |
| o31ai_1 | 8 |
| nor3_1 | 7 |
| nand3b_1 | 2 |
| or4_1 | 8 |
| or3_2 | 2 |
| nand3_1 | 10 |
| xnor2_1 | 8 |
| or3_1 | 5 |
| nand2_1 | 14 |
| o41ai_1 | 5 |
| nor2_1 | 12 |
| ha_1 | 2 |
Power is estimated from default activity; no workload was simulated.
