[design.v]
module pc #(parameter n = 32)  
(input logic clk, nReset,EnablePC,
 input logic [n-1: 0] PCin,
 output logic [n-1 : 0]PCout
);
always_ff @ ( posedge clk , negedge nReset)  
  if (!nReset)  
     PCout <= 0;
  else 
  if (EnablePC)
  PCout <= PCin;
endmodule  
module thread_management(
input logic clk,nReset,
input logic branch_ID,jump_ID,MemRead,ReadFromExternal,
input logic [1:0] mhartID_Mem,mhartID_ID,mhartID_EX,DoneWritingFor, 
input logic [31:0] RBranch_EX,absolute_jump_ID,currentPC_Mem,currentPC_ID,FetchingAddress,InstAddress,
input logic InstMiss,InstHit,CacheMiss,MemWrite,InstRead,CacheHit,
input logic DoneRetrieving,DoneReadingData,IgnoreMiss,InstReady,StoreHazard,DoneWritingData,
input logic [1:0] RetrievingDoneFor,DoneForTID,
output logic  flush,Ignore,InstSource,ReadCacheStatus,SwitchAction,flushID,flushEX,
output logic [1:0] mhartID,nextthread,
output logic [31:0] ThreadAddress,newPC,IntmhartID
);
     logic [31:0] T0Mux1,T0Mux2,T0Mux3,T1Mux1,T1Mux2,T1Mux3,T2Mux1,T2Mux2,T2Mux3,T3Mux1,T3Mux2,T3Mux3;
	logic [3:0] DataVector,InstVector,PendingSameAddress,StoreHazardVector;
	logic [31:0] PCBRANCHT0,PCBRANCHT1,finalpcT0,finalpcT1,newPCT0,newPCT1;
	logic [31:0] PCBRANCHT2,PCBRANCHT3,finalpcT2,finalpcT3,newPCT2,newPCT3,T0,T1,T2,T3;
	logic [3:0] EnablePCThread;
	logic [31:0] JustFinishedForAddress;
	logic MemAccessRegister;
	assign IntmhartID = {30'b0,mhartID};
	assign ReadSuccessful = (CacheHit || ReadFromExternal);
	logic initialisation,DontFetch,DontFetchRegister; 
	assign flushEX = ((StoreHazard || CacheMiss) && mhartID_EX == mhartID_Mem) ? 1'b1:1'b0;
	assign flushID = ((StoreHazard || CacheMiss) && mhartID_ID == mhartID_Mem) ? 1'b1:1'b0;
	pc pc1 (.PCin(T0Mux3),.PCout(T0),.clk,.nReset,
	.EnablePC(EnablePCThread[0]));
	pc pc2 (.PCin(T1Mux3),.PCout(T1),.clk,.nReset,
	.EnablePC(EnablePCThread[1]));
	pc pc3 (.PCin(T2Mux3),.PCout(T2),.clk,.nReset,
	.EnablePC(EnablePCThread[2]));
	pc pc4 (.PCin(T3Mux3),.PCout(T3),.clk,.nReset,
	.EnablePC(EnablePCThread[3]));
	  assign SwitchThread = (SwitchAction || (DontFetchRegister && !MemWrite));
	  assign SwitchAction = (branch_ID || jump_ID || MemRead || InstMiss || MemAccessRegister );
	  assign InstSource = 1'b1;
	  assign Ignore = (!initialisation) ? 1'b1 : 1'b0;
	  assign flush = (InstMiss || MemWrite) ? 1'b1 : 1'b0;
	  always_comb
	  begin
	  PendingSameAddress = 4'b0000;
	  if ((InstMiss && FetchingAddress == T0 && JustFinishedForAddress != T0) || (InstRead && InstAddress == T0)) PendingSameAddress [0] = 1;
	  if ((InstMiss && FetchingAddress == T1 && JustFinishedForAddress != T1) || (InstRead && InstAddress == T1)) PendingSameAddress [1] = 1;
	  if ((InstMiss && FetchingAddress == T2 && JustFinishedForAddress != T2) || (InstRead && InstAddress == T2)) PendingSameAddress [2] = 1;
	  if ((InstMiss && FetchingAddress == T3 && JustFinishedForAddress != T3) || (InstRead && InstAddress == T3)) PendingSameAddress [3] = 1;
	  newPCT0 = T0 + 3'b100;
       newPCT1 = T1 + 3'b100;
	  newPCT2 = T2 + 3'b100;
	  newPCT3 = T3 + 3'b100;
	   case (nextthread)
	   0: newPC = newPCT0;
	   1: newPC = newPCT1;
	   2: newPC = newPCT2;
	   3: newPC = newPCT3;
	   endcase
       PCBRANCHT0 = (branch_ID && mhartID == 0) ? RBranch_EX : newPCT0;
	  finalpcT0 = (jump_ID && mhartID == 0) ? absolute_jump_ID : PCBRANCHT0;
	  PCBRANCHT1 = (branch_ID && mhartID == 1) ? RBranch_EX : newPCT1;
	  finalpcT1 = (jump_ID && mhartID == 1) ? absolute_jump_ID : PCBRANCHT1;
	  PCBRANCHT2 = (branch_ID && mhartID == 2) ? RBranch_EX : newPCT2;
	  finalpcT2 = (jump_ID && mhartID == 2) ? absolute_jump_ID : PCBRANCHT2;
	  PCBRANCHT3 = (branch_ID && mhartID == 3) ? RBranch_EX : newPCT3;
	  finalpcT3 = (jump_ID && mhartID == 3) ? absolute_jump_ID : PCBRANCHT3;
	  case (nextthread)
	   0: ThreadAddress = ((branch_ID || jump_ID) && mhartID_ID == 0 ) ? finalpcT0 :  T0;
	   1: ThreadAddress = ((branch_ID || jump_ID) && mhartID_ID == 1 ) ? finalpcT1 :  T1;
	   2: ThreadAddress = ((branch_ID || jump_ID) && mhartID_ID == 2 ) ? finalpcT2 :  T2;
	   3: ThreadAddress = ((branch_ID || jump_ID) && mhartID_ID == 3 ) ? finalpcT3 :  T3;
	   endcase
	  newPCT0 = T0 + 3'b100;
	  PCBRANCHT0 = (branch_ID && mhartID == 0) ? RBranch_EX : newPCT0;
	  finalpcT0 = (jump_ID && mhartID == 0) ? absolute_jump_ID : PCBRANCHT0;
	  T0Mux1 = (InstMiss && mhartID_ID == 0 ) ? FetchingAddress : finalpcT0;
	  T0Mux2 = ((MemRead  || MemWrite)&& mhartID == 0 )  ? T0 : T0Mux1;
	  T0Mux3 = ((CacheMiss || StoreHazard) && mhartID_Mem == 0) ? currentPC_Mem : T0Mux2;
	  T1Mux1 = (InstMiss && mhartID_ID == 1 ) ? FetchingAddress : finalpcT1;
	  T1Mux2 = ((MemRead  || MemWrite)&& mhartID == 1 )  ? T1 : T1Mux1;
	  T1Mux3 = ((CacheMiss || StoreHazard) && mhartID_Mem == 1) ? currentPC_Mem : T1Mux2;
	  T2Mux1 = (InstMiss && mhartID_ID == 2 ) ? FetchingAddress : finalpcT2;
	  T2Mux2 = ((MemRead || MemWrite) && mhartID == 2 )  ? T2 : T2Mux1;
	  T2Mux3 = ((CacheMiss || StoreHazard) && mhartID_Mem == 2) ? currentPC_Mem : T2Mux2;
	  T3Mux1 = (InstMiss && mhartID_ID == 3 ) ? FetchingAddress : finalpcT3;
	  T3Mux2 = ((MemRead  || MemWrite)&& mhartID == 3 )  ? T3 : T3Mux1;
	  T3Mux3 = ((CacheMiss || StoreHazard) && mhartID_Mem == 3) ? currentPC_Mem : T3Mux2;
	  end
	  always_ff @(posedge clk, negedge nReset)
	  if (!nReset)
	  begin
	  initialisation <= 0;
	  ReadCacheStatus <= 0;
	  JustFinishedForAddress <= 1;
	  DontFetchRegister <= 0;
	  MemAccessRegister <= 0;
	  end
	  else
	 begin
	 initialisation <= 1;
	 ReadCacheStatus <= (DontFetch || PendingSameAddress == 4'hF || MemWrite) ? 1'b0 : 1'b1;
	 JustFinishedForAddress <= (InstReady) ? InstAddress : 1;
	 DontFetchRegister <= (DontFetch) ? 1'b1 : 1'b0;
	 MemAccessRegister <= (MemWrite) ? 1'b1 : 1'b0;
	 end
	 always_ff @(posedge clk,negedge nReset)
	 begin
	 if (!nReset)
	 begin
	 DataVector <= 4'b1111;
	 InstVector <= 4'b1111;
	 StoreHazardVector <= 4'b1111;
	 end
	 else
	 begin
	 if (InstMiss && !IgnoreMiss) InstVector[mhartID_ID] <= 0;
	 if (DoneRetrieving) InstVector [RetrievingDoneFor] <= 1;
	 if (StoreHazard) StoreHazardVector [mhartID_Mem] <= 0;
	 if (DoneWritingData) StoreHazardVector [DoneWritingFor] <= 1;
	 if (MemRead) DataVector [mhartID] <= 0;
	 if (ReadSuccessful)DataVector[mhartID_Mem]<= 1;
	 if (CacheMiss) DataVector[mhartID_Mem] <= 0;
	 if (DoneReadingData) DataVector [DoneForTID] <= 1;
	 end
	 end
	always_comb
	begin
	nextthread = mhartID;
	DontFetch = 0;
	if (SwitchThread)
	begin
	if (DataVector [mhartID + 1'b1] == 1 && InstVector [mhartID + 1'b1] == 1 && PendingSameAddress[mhartID + 1'b1] == 0 && StoreHazardVector [mhartID + 1'b1] == 1 && !(StoreHazard && mhartID_Mem == mhartID + 1'b1))
	nextthread = mhartID + 1'b1;
	else if (DataVector [mhartID + 2'b10] == 1 && InstVector [mhartID + 2'b10] == 1 && PendingSameAddress[mhartID + 2'b10] == 0 && StoreHazardVector [mhartID + 2'b10] == 1 && !(StoreHazard && mhartID_Mem == mhartID + 2'b10)) 
	nextthread = mhartID + 2'b10;
	else if (DataVector [mhartID + 2'b11] == 1 && InstVector [mhartID + 2'b11] == 1 && PendingSameAddress[mhartID + 2'b11] == 0 && StoreHazardVector [mhartID + 2'b11] == 1 && !(StoreHazard && mhartID_Mem == mhartID + 2'b11)) 
	nextthread = mhartID + 2'b11;
	else if (PendingSameAddress != 4'b1111)  DontFetch = 1;
	end
	end
	always_ff @(posedge clk, negedge nReset)
	begin
	if (!nReset) 
	mhartID <= 0;
	else
	mhartID <= nextthread;
	end
	always_comb
	begin
	EnablePCThread = 4'b0000;
	if (InstMiss || InstHit || jump_ID || branch_ID) EnablePCThread [mhartID_ID] = 1;
	if (SwitchThread && !DontFetch && PendingSameAddress != 4'hF ) EnablePCThread [nextthread] = 1;
	if (InstReady && (RetrievingDoneFor == nextthread ) ) EnablePCThread [nextthread] = 1;
	if (InstReady && (RetrievingDoneFor == mhartID)) EnablePCThread [mhartID] = 1;
	if (CacheMiss ) EnablePCThread [mhartID_Mem] = 1;
	if (StoreHazard && StoreHazardVector[mhartID_Mem] == 1) EnablePCThread [mhartID_Mem] = 1;
	end
endmodule
[run.sh]
#!/bin/bash
# OpenROAD 26Q1-2900-gdf79404cd8, Yosys 0.63+post, stock flow scripts
make -C /OpenROAD-flow-scripts/flow DESIGN_CONFIG=/design/flow/config.mk WORK_HOME=/design/flow/orfs finish
[config.mk]
export PLATFORM = sky130hd
export DESIGN_NAME = thread_management
export DESIGN_NICKNAME = thread_management
export VERILOG_FILES = /design/flow/design.v
export SDC_FILE = /design/flow/constraint.sdc
export NUM_CORES = 4
export LEC_CHECK = 1
export CORE_UTILIZATION = 30
[constraint.sdc]
current_design thread_management

set clk_period 9.0
set clk_io_pct 0.2

create_clock -name clk0 -period $clk_period [get_ports {clk}]

set non_clock_inputs [all_inputs -no_clocks]
set_input_delay [expr $clk_period * $clk_io_pct] -clock clk0 $non_clock_inputs
set_output_delay [expr $clk_period * $clk_io_pct] -clock clk0 [all_outputs]
==> metrics.sh <==
CLOCK-ROOT-BUFFER='sky130_fd_sc_hd__clkbuf_16'
DRT-WIRELENGTH-PER-CELL_UM=32.4
DIE_Y_UM=280
SYNTH-EDFF-COUNT=0
POST-ROUTE-WORST-SETUP-SLACK_PS=331
OUTCOME='completed'
MUX_AREA_FRAC=0.173
PLACE_HPWL_UM=106000
TOTAL_POWER_mW=11.6
SYNTH_WARNINGS=4
AVGVIACOUNTPERCELL=5.93
CRITPATHARRIVALTIME_PS=6870
POWER.IR.VDD_WORST_mV=0.243
FP-ROW-COUNT=101
CRITICAL-PATH-SLOWEST-CELL='sky130_fd_sc_hd__mux4_1'
CLK_TRANSITION_REPORTED_PATHS_PS=80
HOLD_PATH_CLASS='reg -> reg'
TIMING_WORST_SETUP_PATH_TYPE='in -> out'
SYNTH_AREA_PER_CELL_SQ_UM=7.53
DRV_SLEW=0
SYNTH-CELLS-YOSYS=3088
AREA.COMBINATIONAL_SQ_UM=17100
DETAILED_ROUTER_ITERATION_COUNT_BEFORE_ANTENNA_REPAIR=6
LAYOUT.CELLS.NON_FILLER=4189
POSTCTSRESIZEDCELLS=0
SYNTH_LARGEST_TYPE_AREA_FRACTION=0.177
FIN_CRIT_SH=0.963
WIRELENGTH_UM=136000
GRT_START_MAX_NET_PINS=56
END_KIND='primary output'
SETUP-VIOLATIONS-FINAL=0
YS_TYPES=69
PORTBUFFERS=265
TOP_CELLS_BY_AREA='sky130_fd_sc_hd__dfrtp_1 (18%), sky130_fd_sc_hd__xnor2_1 (11%), sky130_fd_sc_hd__mux2i_1 (8.0%), sky130_fd_sc_hd__xor2_1 (7.6%), sky130_fd_sc_hd__a21oi_1 (5.8%)'
N_FILL_CELL=8114
NUM_CTS_BUFFERS=17
CRIT_PATH_CELL_TRACE='clkdlybuf4s50_1 > xnor2_1 > nand4_1 > or4_1 > nor4_2 > or3_1 > o22ai_1 > a22oi_2 > a211oi_4 > xnor2_2 > buf_4 > mux4_1 > clkdlybuf4s50_1'
CLOCK_LATENCY_LATE_SINK_PS=530
ANTENNA_FOUND_INITIAL=0
ANTENNA_VIOLATING_NETS_POST_ROUTE=0
INITIAL_UTILIZATION=0.305
IOS=329
LAY_TOP_COUNT='sky130_fd_sc_hd__xnor2_1'
LAYOUT_TOP_CELLS='sky130_fd_sc_hd__xnor2_1 (300), sky130_fd_sc_hd__a21oi_1 (268), sky130_fd_sc_hd__clkdlybuf4s50_1 (263)'
REPORT.FINAL.HOLD_VIOL_COUNT=0
POWER.STATIC_LEAKAGE_nW=10.8
FMAX_MHz=115
TIMING.MAX_CAP.VIOLATIONS=0
TIMING.SETUP.TNS_PS=0
CLOCK-SKEW-FINAL_PS=19.0
TIMING.CRITICAL_PATH.MODE_CELL='sky130_fd_sc_hd__clkdlybuf4s50_1'
DIE_W_UM=280
SYNTHESIS.AREA_SQ_UM=23300
PLACED_CELLS_INCL_TAPS=4157
CRITICAL_PATH.MAX_FANOUT=13
VIAS_IN_THE_FIRST_GLOBAL_ROUTE=23400
POWER-PER-CELL-AREA_nW_PER_UM2=424
NUMBER_OF_DRC_VIOLATIONS_AFTER_DETAILED_ROUTING=0
ASYNC_RESET_FF_FRAC=1.00
LAYOUT-AREA-OVERHEAD-VS-SYNTH_PCT=17.3
DRT_ITER0_DRC=3067
CLKSINKCOUNT=178
PRE_CTS_SETUP_SLACK_PS=498
GRT_USE_TOTAL=0.349
FINISH.UTILIZATION=0.358
SYNTH-COMPOUND-AREA-SHARE=0.163
TIMING_WORST_SLEW_PIN_VALUE_PS=910
SYNTHTOPLOGICFAMILY='simple AND/OR/NAND/NOR gates'
CTS_TREE='done'
PERIOD_NEEDED_PS=8670
YS_SH_ADDER=0.00645
DETAIL_ROUTE.ANTENNA_DIODES=0
VIA_COUNT=24900
SYNTH_TOP_CELL_BY_AREA='sky130_fd_sc_hd__dfrtp_1'
SYNTH_SEQUENTIAL_AREA_RATIO=0.192
GP_CONGESTION=1.08
CTS_MAX_PATH_BUFFERS=2
CRITICAL_PATH.STARTPOINT_TYPE='input pin'
TIMING.CRITICAL_PATH.SLOWEST_CELL_DELAY_PS=690
DESIGN.CORE.AREA_SQ_UM=76300
CHIP_AREA_SQ_UM=78700
SYNTH-SIMPLE-AREA-SHARE=0.193
GRT_OVERFLOW_TOTAL=0
NETLIST_INSTANCES=3088
HTREE_NUM_LEVELS=4
LOG.WARNING_COUNT=64
SYNTH.YOSYS.CHIP_AREA_SQ_UM=23300
FINAL-SEQ-AREA_SQ_UM=4470
TIMING.MAX_SLEW.REL_SLACK=0.393
RSZ0062_AT_GRT='no'
DRIVE_GT1_FRAC=0.106
GRT_PASS1_WL_UM=186000
SYNTH_TOP_FLOP_CELL='sky130_fd_sc_hd__dfrtp_1'
XOR_SHARE=0.189
CP_DATA_REQUIRED_TIME_PS=7200
CTS_HOLD_BUFFERS=0
CTS_SETUP_BUFFERS=0
YOSYS_REG_BITS=178
-- registers in the layout (all words and copies together), names as in the netlist --
signal,cells
initialisation,1
DataVector,4
MemAccessRegister,1
InstVector,4
JustFinishedForAddress,32
ReadCacheStatus,1
mhartID,2
StoreHazardVector,4
pc3.PCout,32
DontFetchRegister,1
pc2.PCout,32
pc1.PCout,32
pc4.PCout,32
-- cell type report --
class	count	area share
clock buffer	18	0.0161
clock inverter	14	0.00504
inverter	44	0.00624
multi-input combinational	2503	0.625
sequential	178	0.164
tap	1030	0.0472
timing repair buffer	402	0.137
-- metrics by stage --
stage	hold slack [ps]	area (sq um)
global placement	470	26700
CTS	491	27300
global route	512	27300
floorplan	454	23400
finish	490	27300
detailed placement	481	26700
-- power by group --
group / internal, mW / switching [mW] / leakage [nW]
sequential: 1.12 / 1.32 / 2.06
clock: 0.374 / 0.424 / 0.278
combinational: 3.87 / 4.48 / 8.49
-- layer usage --
metal  up-vias  part of all wire  global-route usage
met5         -                 0                   0
met4         0             0.061               0.157
met3       362              0.12               0.125
met2      1795              0.41               0.490
met1     11900              0.41               0.481
li1      10800                 -                   -
-- worst max-delay path, delay by kind of cell --
family | cells | cell delay [ps]
multiplexers | 1 | 690
buffers and inverters | 3 | 1440
AND/OR/NAND/NOR | 4 | 1390
XOR/XNOR | 2 | 1000
AND-OR/OR-AND | 3 | 510
-- path summary, 6_finish.rpt --
path | from | end | slack [ps] | cells after the start
worst max-delay path | InstAddress[24] | newPC[3] | 330 | 13
worst max register to register | pc3.PCout[24] | pc3.PCout[8] | 3270 | 15
max in group asynchronous | nReset | pc1.PCout[14] | 5870 | 3
worst min register to register | InstVector[0] | InstVector[0] | 490 | 2
worst min-delay path | InstVector[0] | InstVector[0] | 490 | 2
min in group asynchronous | nReset | initialisation | 1230 | 1
-- synthesized netlist by cell type (29+ instances only) --
cell type	instances
sky130_fd_sc_hd__a211oi_1	32
sky130_fd_sc_hd__a21oi_1	268
sky130_fd_sc_hd__and2_1	47
sky130_fd_sc_hd__buf_1	29
sky130_fd_sc_hd__buf_2	33
sky130_fd_sc_hd__buf_4	39
sky130_fd_sc_hd__clkbuf_1	282
sky130_fd_sc_hd__dfrtp_1	165
sky130_fd_sc_hd__inv_1	42
sky130_fd_sc_hd__mux2_1	53
sky130_fd_sc_hd__mux2_2	79
sky130_fd_sc_hd__mux2i_1	186
sky130_fd_sc_hd__nand2_1	262
sky130_fd_sc_hd__nand3_1	87
sky130_fd_sc_hd__nand4_1	98
sky130_fd_sc_hd__nor2_1	257
sky130_fd_sc_hd__nor3_1	32
sky130_fd_sc_hd__nor4_1	60
sky130_fd_sc_hd__o21ai_0	236
sky130_fd_sc_hd__o22ai_1	43
sky130_fd_sc_hd__xnor2_1	300
sky130_fd_sc_hd__xor2_1	201
-- cells by family after synthesis --
logic type / after synthesis
XOR/XNOR: 502
flip-flops: 178
adder cells (fa/ha/maj): 12
multiplexers: 356
AND/OR/NAND/NOR: 937
other: 2
buffers and inverters: 437
AND-OR/OR-AND: 664
Power and IR drop assume default switching activity.
