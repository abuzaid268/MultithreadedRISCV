$ cat flow/config.mk
export PLATFORM = sky130hd
export DESIGN_NAME = IF
export DESIGN_NICKNAME = IF
export VERILOG_FILES = /design/flow/design.v
export SDC_FILE = /design/flow/constraint.sdc
export NUM_CORES = 4
export LEC_CHECK = 1
export CORE_UTILIZATION = 30
export SYNTH_MEMORY_MAX_BITS = 65536
$ cat flow/constraint.sdc
current_design IF

set clk_period 8.4
set clk_io_pct 0.2

create_clock -name clk0 -period $clk_period [get_ports {clk}]

set non_clock_inputs [all_inputs -no_clocks]
set_input_delay [expr $clk_period * $clk_io_pct] -clock clk0 $non_clock_inputs
set_output_delay [expr $clk_period * $clk_io_pct] -clock clk0 [all_outputs]
$ cat flow/design.v
module IF(
input logic clk,nReset,flush,Ignore,
input logic [1:0] nextthread,mhartID,
output logic [31:0] I_ID,newpc_ID,currentPC_ID,
input logic InstSource,branch_ID,jump_ID,
input logic [31:0]newPC,
input logic [31:0] ThreadAddress,
input logic InstReady,ReadCacheStatus,
input logic [31:0] InstOut,
output logic [31:0] InstAddress,FetchingAddress,
output logic InstRead,DoneRetrieving,
output logic InstMiss,InstHit,IgnoreMiss,
output logic [1:0] RetrievingDoneFor,FetchingmhartID,mhartID_ID
);
logic [31:0] I,Instruction,newPCtemp;
logic initialising;
InstMem IM1 (
.nReset,.clk,.InstReady,.Enable(InstSource),.ReadCacheStatus,.branch_ID,
.Address(ThreadAddress),.InstfromRam(InstOut),.FetchingAddress,.jump_ID,.flush,
.InstMiss,.InstHit,.InstRead,.initialising,.Ignore,.FetchingmhartID,.IgnoreMiss,
.I,.InstAddress,.mhartID_ID(nextthread),.RetrievingDoneFor,.DoneRetrieving
);
assign I_ID = (InstMiss) ? 0 : I;
assign mhartID_ID = FetchingmhartID;
always_ff @(posedge clk, negedge nReset)
begin
   if (!nReset)
   begin
   newpc_ID <= 0;
   newPCtemp <= 0;
   currentPC_ID <= 0;
   initialising <= 0;
   end
	else
	begin
     newpc_ID <=  newPC;
     currentPC_ID <= ThreadAddress;
	initialising <= 1;
  end
end
endmodule
module InstCache #(parameter SIZE = 128)
(
input logic  clk,WriteInst,Enable,nReset,
input logic  [6:0] CacheIndexRead,CacheIndexWrite,
input logic  [31:0] InstData,
output logic [31:0] Inst
);
logic [31:0] InstMem [0: SIZE - 1];
always_ff @(posedge clk)
begin
if(WriteInst) InstMem[CacheIndexWrite] <= InstData;
if (Enable) Inst <= InstMem[CacheIndexRead];
end
endmodule
module InstCacheControl(
input logic InstReady,
input logic clk,
input logic Match,
input logic Ignore,
input logic nReset,
input logic flush,
input logic ReadCacheStatus,
input logic branch_ID,
input logic jump_ID,
input logic [1:0] mhartID_ID,
input logic initialising,
input logic [31:0] Inst,
input logic [31:0] InstfromRam,
input logic [31:0] Address,
output logic [31:0] I,
output logic IgnoreMiss,
output logic InstMiss,
output logic InstHit,
output logic WriteInst,
output logic WriteTag,
output logic WriteValid,
output logic DoneRetrieving,
output logic InstRead, 
output logic [6:0] WriteAddressTag,
output logic [6:0] CacheIndexWrite,
output logic [31:0] InstAddress, 
output logic [31:0] InstData, 
output logic [1:0] RetrievingDoneFor
);
logic [1:0] RetrievingFor;
logic [3:0] PendingRequests;
logic [31:0] PendingRequestsAddress [3:0];
logic [31:0] LastRetrievedAddress;
logic [1:0] LastPendingThread;
logic RetrieveRequest;
logic JustFinishRetrieving;
logic nReady;
always_comb
begin
InstHit = 0;
InstMiss = 0;
RetrieveRequest = 0;
I = 0;
IgnoreMiss = 0;
if (InstReady && Address == InstAddress) I = InstfromRam;
if (ReadCacheStatus)
begin
if (Match)
begin
InstHit = 1;
I = Inst;
end
else if (!Ignore )
begin
if ((JustFinishRetrieving && Address == LastRetrievedAddress) || (InstReady && Address == InstAddress) ) I = InstfromRam;
else 
begin
InstMiss = 1;
if (Address == InstAddress && InstRead) IgnoreMiss = 1;
else
if (!nReady)  RetrieveRequest = 1;
			end
			end
		end	
end			
always_ff @(posedge clk, negedge nReset)
if (!nReset)
	begin
	InstAddress <= 1;
	InstRead <= 0;
	nReady <= 0;
	PendingRequests <= 4'b0000;
	JustFinishRetrieving <= 0;
	LastRetrievedAddress <= 1;
	end
else
	begin
	if (InstRead == 0 && PendingRequests != 0)
	begin
				if (PendingRequests [LastPendingThread + 1'b1] == 1)
				begin
				InstRead <= 1;
				InstAddress <= PendingRequestsAddress [LastPendingThread + 1'b1];
				nReady <= 1;
				RetrievingFor <= LastPendingThread + 1'b1;
				end
				else if (PendingRequests [LastPendingThread + 2'b10] == 1)
				begin
				InstRead <= 1;
				InstAddress <= PendingRequestsAddress [LastPendingThread + 2'b10];
				nReady <= 1;
				RetrievingFor <= LastPendingThread + 2'b10;
				end
				else if (PendingRequests [LastPendingThread + 2'b11] == 1)
				begin
				InstRead <= 1; 
				InstAddress <= PendingRequestsAddress [LastPendingThread + 2'b11];
				nReady <= 1;
				RetrievingFor <= LastPendingThread + 2'b11;
				end
	end
	if (InstReady)
	begin
	PendingRequests [RetrievingFor] <= 0;
	JustFinishRetrieving <= 1;
	LastRetrievedAddress <= InstAddress;
	end
	else
	begin
	JustFinishRetrieving <= 0;
	LastRetrievedAddress <= 1;
	end
	if (InstMiss && nReady)
		begin
	     if (Address != InstAddress)
		 begin
		PendingRequests [mhartID_ID] <= 1;
		PendingRequestsAddress [mhartID_ID] <= Address;
		end
		end
		if (RetrieveRequest)
		begin
		InstAddress <= Address;
		InstRead <= 1;
		nReady <= 1;
		RetrievingFor <= mhartID_ID;
		end
		else if ((InstReady )&& (PendingRequests[LastPendingThread + 1'b1] != 0 || PendingRequests[LastPendingThread + 2'b10] != 0 || PendingRequests[LastPendingThread + 2'b11] != 0 ))
				begin
				if (PendingRequests [LastPendingThread + 1'b1] == 1)
				begin
				InstRead <= 1;
				InstAddress <= PendingRequestsAddress [LastPendingThread + 1'b1];
				nReady <= 1;
				RetrievingFor <= LastPendingThread + 1'b1;
				end
				else if (PendingRequests [LastPendingThread + 2'b10] == 1)
				begin
				InstRead <= 1;
				InstAddress <= PendingRequestsAddress [LastPendingThread + 2'b10];
				nReady <= 1;
				RetrievingFor <= LastPendingThread + 2'b10;
				end
				else if (PendingRequests [LastPendingThread + 2'b11] == 1)
				begin
				InstRead <= 1; 
				InstAddress <= PendingRequestsAddress [LastPendingThread + 2'b11];
				nReady <= 1;
				RetrievingFor <= LastPendingThread + 2'b11;
				end
			end
	else if (InstReady && RetrieveRequest)
		begin
		InstAddress <= Address;
		InstRead <= 1;
		nReady <= 1;
		RetrievingFor <= mhartID_ID;
		end
	else if (InstReady)
	begin
	nReady <= 0;
	InstRead <= 0;
	end
	end
always_comb
begin
WriteTag = 0;
WriteInst = 0;
WriteValid = 0;
InstData = 0;
WriteAddressTag = 0;
CacheIndexWrite = 0;
DoneRetrieving = 0;
RetrievingDoneFor = 0;
LastPendingThread = RetrievingFor;
if (InstReady)
	begin
	WriteTag = 1;
	WriteInst = 1;
	WriteValid = 1;
	DoneRetrieving = 1;
	RetrievingDoneFor = RetrievingFor;
	InstData = InstfromRam;
	WriteAddressTag = InstAddress[15:9];
	CacheIndexWrite = InstAddress[8:2];
	end
end
endmodule
module InstMem(
input logic nReset,clk,InstReady,Ignore,
input logic Enable,initialising,ReadCacheStatus,branch_ID,jump_ID,flush,
input logic [1:0] mhartID_ID,
input logic [31:0] Address,InstfromRam,
output logic InstMiss,InstHit,InstRead,DoneRetrieving,IgnoreMiss,
output logic [31:0] I,InstAddress,
output logic [31:0] FetchingAddress,
output logic [1:0]  FetchingmhartID,RetrievingDoneFor
);
logic WriteInst,WriteTag,WriteValid,Match,Valid;
logic [6:0] CacheIndexRead,CacheIndexWrite,TagCompare;
logic [31:0] InstData;
logic [31:0] Inst;
logic [6:0] TagAddress,WriteAddressTag;
 always_ff @(posedge clk)
 begin
 TagAddress <= Address [15:9];
 end
 always_comb
 CacheIndexRead = Address [8:2];
 always_ff @(posedge clk, negedge nReset)
 begin
 if (!nReset)
 begin
 FetchingAddress <= 0;
 FetchingmhartID <= 0;
 end
 else
 begin
 FetchingAddress <= Address;
 FetchingmhartID <= mhartID_ID;
 end
 end
assign Match = ((TagCompare == TagAddress)&& Valid);
InstCache IC1 (
.clk,.WriteInst,.Enable,.nReset,
.CacheIndexRead,.CacheIndexWrite,
.InstData,
.Inst
);
InstValid IV1
(
.clk,.WriteValid,.nReset,.Enable, 
.CacheIndexWrite,.CacheIndexRead,
.Valid
);
InstTag IT1
(
.WriteTag,.clk,.Enable,.nReset,
.WriteAddressTag,
.CacheIndexWrite,.CacheIndexRead,
.TagCompare
);
InstCacheControl ICC1 (
.InstReady,
.clk,
.Match,
.Ignore,
.nReset,
.ReadCacheStatus,
.branch_ID,
.jump_ID,
.Inst,
.InstfromRam,
.Address(FetchingAddress),
.I,
.InstMiss,
.InstHit,
.WriteInst,
.WriteTag,
.WriteValid,
.InstRead, 
.WriteAddressTag,
.CacheIndexWrite,
.InstAddress, 
.InstData,
.flush,
.mhartID_ID(FetchingmhartID),
.RetrievingDoneFor,
.DoneRetrieving,.initialising,
.IgnoreMiss
);
endmodule
module InstTag #(parameter SIZE = 128)
(
input logic WriteTag,clk,Enable,nReset,
input logic [6:0] WriteAddressTag,
input logic [6:0] CacheIndexWrite,CacheIndexRead,
output logic[6:0] TagCompare
);
logic [6:0] TagInst [0:SIZE - 1];
always_ff @(posedge clk)
begin
if (WriteTag)
TagInst[CacheIndexWrite] <= WriteAddressTag;
if (Enable) TagCompare <= TagInst[CacheIndexRead];
end
endmodule
module InstValid #(parameter SIZE = 128)
(
input logic clk,WriteValid,nReset,Enable,
input logic [6:0] CacheIndexWrite,CacheIndexRead,
output logic Valid
);
logic  Validmemory [0: SIZE - 1];
always_ff @(posedge clk, negedge nReset)
begin
if (!nReset)
begin
for (int i = 0; i <SIZE; i++)
Validmemory[i] <= 0;
end
else
begin
if (WriteValid)
Validmemory [CacheIndexWrite] <= 1'b1;
Valid <= Validmemory[CacheIndexRead]; 
end
end
endmodule
$ cat flow/run.sh
#!/bin/bash
# OpenROAD 26Q1-2900-gdf79404cd8, Yosys 0.63+post, stock flow scripts
make -C /OpenROAD-flow-scripts/flow DESIGN_CONFIG=/design/flow/config.mk WORK_HOME=/design/flow/orfs finish
==> run summary <==
run results: outcome completed, register cell area after layout around 160000 um2, synthesized flop and latch total 5434, die width 838 um, most frequent CP cell sky130_fd_sc_hd__buf_4, clock latency of the later-clocked register in the worst-skew pair about 1.1 ns, EDFF count, synth between 5000 and 6000, Resized cells post-CTS 0, H-tree depth 6, max incr delay on CP between 0.7 and 0.8 ns, Root Driver sky130_fd_sc_hd__clkbuf_16, pre-CTS setup slack approximately 1.9 ns, clock-pin slew on the worst setup and hold paths 0.06 ns, Final Max Slew Viols 0, Core Rows between 300 and 400, core region area 695000 um2, routed wirelength normalized by instance count roughly 30 um, r2r worst-path depth 6, Fillers 62900, Final Critical Period 7.65 ns, antenna violations before repair roughly 49, post-route cell area 244000 um2, Residual DRC 0, wire length on met2 roughly 270 mm, count of vias placed by the detailed router 98900, peak fanout along the critical path 29, Total Wirelength 590 mm, wire length of the first global-routing pass between 800 and 900 mm, number of hold-repair buffers added at the cts stage 0, total congestion overflow 0, initial DRC count 7748, Die Height 838 um, Port-buffer cells 274, Leak Pwr 0.0767 uW, Gate Area between 40000 and 50000 um2, critical hold path startpoint IM1.IV1.Validmemory[65], floorplan-stage core utilization 0.301, fraction of the yosys area taken by sequential cells 0.772, setup repair after global routing missed its margin no, yosys synthesis chip area 209000 um2, highest-count logic cell in the final layout sky130_fd_sc_hd__edfxtp_1, share of layout cells above drive strength 1 0.308, WS Path Type flip-flop to output pin, Final Setup Violations 0, Yosys cell types slightly above 70, clk sinks ~5400, power density over cell area approximately 250 nW/um2, first-pass detailed-route iteration total 9, ordered list of cells on the worst path xor2_1 -> nor4_1 -> buf_4 -> nand4_1 -> or3_1 -> a2bb2oi_1 -> nor2_4 -> buf_4 -> a22o_1 -> clkdlybuf4s50_1, number of warnings issued by yosys 8, Crit path arrival time about 6.0 ns, placed wire-length estimate approximately 360 mm, startpoint types flip-flop, final worst slack roughly 0.75 ns, total power roughly 62000 uW, maximum buffer depth of the clock tree 4, post-synthesis cell count between 9000 and 10000, Fin Clk Skew 0.0812 ns, signed area change from the synthesized netlist to the final layout 16.3%, maximum achievable frequency ~0.13 GHz, worst-case vdd ir drop around 0.22 mV, pin count of the biggest net entering global routing between 80 and 90, R2R Path Start IM1.ICC1.InstAddress[8], post-DR vias/cell roughly 5.1, Max Cap Viol 0, share of flip-flops with an asynchronous set or reset 0.0488, Slew @ Worst Pin approximately 1.1 ns, total CTS buffers around 550, final weighted congestion of routability-driven global placement 0.946, die footprint ~700000 um2, clock tree from TritonCTS yes, final clock period utilization by the worst path 0.911, Finished Core Util 0.351, met1 wire length 171 mm, post-CTS repair timing setup buffer count 0, via count of the first global-routing pass between 100k and 150k, cells in synth_stat.txt ~9000, worst hold path type flip-flop to flip-flop, Most used DFF post-synth sky130_fd_sc_hd__edfxtp_1, Syn Std Cell Area around 210000 um2, number of ports placed on the die boundary 280, data required time of the critical path ~6.7 ns, syn avg cell area 23.2 um2, crit end category output pin, DR top layer met5, commonest non-fill, non-tap cells in the layout 5162 x sky130_fd_sc_hd__edfxtp_1, 1587 x sky130_fd_sc_hd__mux4_2, 556 x sky130_fd_sc_hd__clkbuf_16, slowest cell on the critical path sky130_fd_sc_hd__clkdlybuf4s50_1, wire length on met3 around 120 mm, Total Neg Setup Slack 0 ns, OpenROAD warnings 38, cell depth of the worst min-delay path 1, final hold violation count 0, post-placement cell area 226000 um2, CP Launch Point IM1.FetchingAddress[19], number of routed nets with antenna violations 0, worst max-slew margin expressed relative to the limit 0.242, global routing usage summed across all routing layers 0.179
-- where the power goes --
part | leakage, uW | switching (uW) | total (uW) | internal, uW
sequential | 0.0506 | 493 | 31200 | 30700
combinational | 0.0176 | 4540 | 6950 | 2410
clock | 0.00845 | 10400 | 23900 | 13500
total | 0.0767 | 15400 | 62000 | 46600
-- registers in the layout, indices dropped and copies added (netlist names), 2 cells and up --
register and cells:
IM1.IT1.TagCompare 7, IM1.ICC1.LastRetrievedAddress 32, IM1.IC1.Inst 32, IM1.FetchingmhartID 2, IM1.ICC1.PendingRequestsAddress 128, IM1.ICC1.RetrievingFor 2, IM1.ICC1.InstAddress 32, IM1.TagAddress 7
newpc_ID 32, IM1.IC1.InstMem 4096, IM1.IV1.Validmemory 128, IM1.FetchingAddress 32, IM1.IT1.TagInst 896, IM1.ICC1.PendingRequests 4
-- cell type report --
type                       instances  area share
antenna                           27    0.000277
clock buffer                     710      0.0601
clock inverter                   264      0.0113
inverter                          19    0.000293
multi-input combinational       3014       0.189
sequential                      5434       0.664
tap                             9240      0.0475
timing repair buffer             723      0.0269
-- worst max-delay path: cells and delay by family, from the launching register on --
family | cells | cell delay [ns]
compound gates | 2 | 0.46
xor+xnor | 1 | 0.25
buf+inv | 3 | 1.48
flops | 1 | 0.58
simple gates | 4 | 2.10
-- kinds of logic after synthesis --
logic type | Yosys count | synth area share
flip-flops | 5434 | 0.772
multiplexers | 1739 | 0.178
AND/OR/NAND/NOR | 673 | 0.0154
buffers and inverters | 567 | 0.0127
AND-OR/OR-AND | 523 | 0.0179
XOR/XNOR | 71 | 0.00297
adder cells (fa/ha/maj) | 8 | 0.000478
-- final timing paths --
check	slack (ns)	to
min in group asynchronous	0.52	IM1.FetchingAddress[28]
worst max-delay path	0.75	I_ID[4]
worst max register to register	4.09	IM1.IC1.InstMem[72][14]
worst min-delay path	0.45	IM1.IV1.Validmemory[65]
max in group asynchronous	6.23	newpc_ID[4]
worst min register to register	0.45	IM1.IV1.Validmemory[65]
-- metal layers --
layer,vias to the layer above,track usage
met5,-,0.0238
met1,50500,0.178
met2,7169,0.260
met3,1103,0.169
li1,40100,-
met4,77,0.0577
-- cell usage after synthesis, types with 68 or more instances --
master / n / area share
sky130_fd_sc_hd__buf_2: 159 / 0.0038
sky130_fd_sc_hd__buf_1: 68 / 0.0012
sky130_fd_sc_hd__edfxtp_1: 5162 / 0.74
sky130_fd_sc_hd__a21oi_1: 113 / 0.0027
sky130_fd_sc_hd__or2_2: 95 / 0.0028
sky130_fd_sc_hd__clkbuf_1: 253 / 0.0045
sky130_fd_sc_hd__nand2_1: 121 / 0.0022
sky130_fd_sc_hd__nor2_1: 262 / 0.0047
sky130_fd_sc_hd__o21ai_0: 81 / 0.0019
sky130_fd_sc_hd__a222oi_1: 96 / 0.0046
sky130_fd_sc_hd__mux2i_1: 105 / 0.0050
sky130_fd_sc_hd__mux4_2: 1587 / 0.17
sky130_fd_sc_hd__dfrtp_1: 263 / 0.031
-- through the flow --
step / hold WS (ns) / cells
6_report: 0.449 / 19400
2_1_floorplan: 0.420 / 9015
5_1_grt: 0.471 / 19400
4_1_cts: 0.437 / 19400
3_5_place_dp: 0.437 / 18400
3_3_place_gp: 0.430 / 18400
Power is estimated from default activity; no workload was simulated.
